**design/flow/design.v**
```verilog
module counter #(
    parameter int  WIDTH = 16
) (
    input  logic             clk_i,
    input  logic             rst_ni,
    input  logic             load_i,
    input  logic [WIDTH-1:0] data_i,
    output logic [WIDTH-1:0] data_o,
    output logic             zero_o
);
    always_ff @(posedge clk_i, negedge rst_ni) begin
        if (!rst_ni)
            data_o <= '1;
        else if (load_i)
            data_o <= data_i;
        else
            data_o <= data_o - 1;
    end
    assign zero_o = (data_o == '0);
endmodule
module traffic_light #(
    parameter int      CLK_FREQ    = 25_000_000,  
    parameter int      GREEN_TIME  = 20,
    parameter int      YELLOW_TIME = 5
) (
    input  logic       clk_i,
    input  logic       rst_ni,
    output logic [2:0] street1_o,
    output logic [2:0] street2_o
);
    localparam GREEN_TIME_DIV = CLK_FREQ*GREEN_TIME;
    localparam YELLOW_TIME_DIV = CLK_FREQ*YELLOW_TIME;
    localparam WIDTH = $clog2(GREEN_TIME_DIV);
    logic [WIDTH-1:0] count_value;
    logic end_timer, load_s;
    counter #(
        .WIDTH(WIDTH)
    ) cnt1 (
        .clk_i      (clk_i      ),
        .rst_ni     (rst_ni     ),
        .load_i     (load_s     ),
        .data_i     (count_value),
        .data_o     (           ),
        .zero_o     (end_timer  )
    );
    typedef enum logic [2:0] {
        INIT,
        GREEN,
        YELLOW_A,  
        RED,
        YELLOW_B   
    } state_t;
    state_t state, next_state;
    always_ff @(posedge clk_i, negedge rst_ni)
        if (!rst_ni) state <= INIT;
        else state <= next_state;  
    always_comb begin
        next_state = state;  
        count_value = '0;  
        load_s = '0;
        case (state)
            INIT: begin
                count_value = GREEN_TIME_DIV;  
                load_s = '1;  
                next_state = GREEN;
            end
            GREEN:
                if (end_timer) begin  
                    count_value = YELLOW_TIME_DIV;  
                    load_s = '1;  
                    next_state = YELLOW_A;  
                end else
                    load_s = '0;  
            YELLOW_A:
                if (end_timer) begin
                    count_value = GREEN_TIME_DIV;
                    load_s = '1;
                    next_state = RED;
                end else
                    load_s = '0;
            RED:
                if (end_timer) begin
                    count_value = YELLOW_TIME_DIV;
                    load_s = '1;
                    next_state = YELLOW_B;
                end else
                    load_s = '0;
            YELLOW_B:
                if (end_timer) begin
                    count_value = GREEN_TIME_DIV;
                    load_s = '1;
                    next_state = GREEN;
                end else
                    load_s = '0;
            default:
                next_state = INIT;
        endcase
    end
    assign street1_o = {(state == RED || state == YELLOW_B), (state == YELLOW_A), (state == GREEN)};
    assign street2_o = {(state == GREEN || state == YELLOW_A), (state == YELLOW_B), (state == RED)};
endmodule
```
**design/flow/config.mk**
```make
export PLATFORM = sky130hd
export DESIGN_NAME = traffic_light
export DESIGN_NICKNAME = traffic_light
export VERILOG_FILES = /design/flow/design.v
export SDC_FILE = /design/flow/constraint.sdc
export NUM_CORES = 4
export LEC_CHECK = 1
export CORE_AREA = 10 10 108 108
export DIE_AREA = 0 0 118 118
```
**design/flow/run.sh**
```bash
#!/bin/bash
# OpenROAD 26Q1-2900-gdf79404cd8, Yosys 0.63+post, stock flow scripts
make -C /OpenROAD-flow-scripts/flow DESIGN_CONFIG=/design/flow/config.mk WORK_HOME=/design/flow/orfs finish
```
**design/flow/constraint.sdc**
```tcl
current_design traffic_light

set clk_period 8.6
set clk_io_pct 0.2

create_clock -name clk0 -period $clk_period [get_ports {clk_i}]

set non_clock_inputs [all_inputs -no_clocks]
set_input_delay [expr $clk_period * $clk_io_pct] -clock clk0 $non_clock_inputs
set_output_delay [expr $clk_period * $clk_io_pct] -clock clk0 [all_outputs]
```
==> metrics.cfg <==
[status]
status=finished clean

[drt]
drt_pre_antenna_iters=4
wl_per_cell_um=10.84
wl_um=3340
remaining_drc_errors=0
diodes=0
vias=1207
drtIter0Drc=81
postRouteAntennaNets=0
vias_per_cell=3.919

[sta]
grt_setup_unrepaired=no
hold_viol_final=0
relSlewSlack=0.5570
period_used_share=0.3662
finalSetupViolations=0
hold_slack_ps=483.3
final-max-slew-violation-count=0
finClkSkew_ps=4.626
fmax_ghz=0.3175
worstMarginPinSlew_ps=664.0
fin_tns_setup_ps=0
fin_crit_ps=3149

[yosys]
ys_cells=169
seq_area_frac_synth=0.5000
syn_avg_cell_area_um2=10.51
netlist_area_um2=1777
synth-seq-cells=34
synth_warnings=2
ys_types=36
syn_inst=169
ys_chip_area_um2=1777

[clocking]
path_clk_slew_ps=60
cts_tree=done
cts-root-buf=clkbuf_8
postCtsSetupBuffers=0
ctsHoldBuffers=0
clk_path_buf_depth=2
clkLatencyLatePin_ps=280
cts_made_buffers=5
clock_sinks=34
cts-htree-levels=2
ctsResizeCount=0

[grt]
grt_util_all_layers=0.04929
globalRoute.totalOverflow=0
grt_pass1_wl_um=5927
grt_max_degree=35
grt_antenna_before_repair=0
grt_pass1_vias=1210

[layout]
drive_above_1_share=0.2793
final_cell_area_um2=2064
layout.cells.non_filler=308
area_delta_synth_final_pct=16.20
mostFrequentLayoutCell=dfstp_2
layout_top_cells=dfstp_2, nor2_1, o21ai_0

[run]
warning_count=25
drv_cap=0

[setup_path]
endpoint_kind=primary output
critPathLaunchType=flip-flop
crit_arrival_ps=1430
crit_fanout=5
critPathRequiredTime_ps=6880
crit_type=reg2out

[floorplan]
fp_util=0.1914
io_pins=8
rows=35
dieArea_um2=13920
coreArea_um2=9284
die_w_um=118
die_h_um=118

[pwr]
total_power_uw=349.4
power_density_nw_per_um2=169.2
vdd_drop_max_v=0.00007593
p_leak_nw=0.6635

[placement]
dpl.hpwl_um=2281
placed_cell_area_um2=1973
dp_cells=300
portBuffers=7
gp_congestion=0.8151

[hold_path]
worst_hold_path_type=reg2reg

-- final timing paths --
path                       cells past startpoint                      start  slack, ps                        end
setup / recovery                               2                  flip-flop       5450               street2_o[2]
hold / removal                                 2   cnt1.data_o[5]$_DFF_PN1_        480   cnt1.data_o[5]$_DFF_PN1_
setup reg to reg                               5  cnt1.data_o[11]$_DFF_PN1_       5890  cnt1.data_o[16]$_DFF_PN1_
hold reg to reg                                2   cnt1.data_o[5]$_DFF_PN1_        480   cnt1.data_o[5]$_DFF_PN1_
max in group asynchronous                      2                     rst_ni       6410  cnt1.data_o[22]$_DFF_PN1_
min in group asynchronous                      2                     rst_ni       1870                  async pin
-- routing by layer --
layer  GRT usage  vias to the layer above  part of all wire
li1            -                      608                 -
met1     0.06737                      584              0.50
met2     0.07867                       11              0.46
met3     0.01264                        4             0.034
met4    0.006955                        0             0.013
met5           0                        -                 0
-- area by class of cell --
class / count / area (um2)
multi-input cells: 126 / 834.6
fillers: 1032 / 7219
clock buffers: 7 / 86.33
repair buffers: 8 / 77.57
clock inverters: 1 / 5.005
well taps: 129 / 161.4
inverters: 3 / 11.26
flip-flops and latches: 34 / 888.4
-- critical path: stages (launching register included) --
cell and delay, ps:
dfrtp_1 420, or2_2 320, clkdlybuf4s50_1 420
-- cell families (layout without fill, tap and decap cells) --
kind of cell | count (synthesis) | count (layout) | synth area share
xor gates and xnor gates | 23 | 23 | 0.1134
and+or+nand+nor | 75 | 75 | 0.2521
muxes | 3 | 3 | 0.01901
adders and majority gates | 1 | 1 | 0.007041
other | 1 | 1 | 0.002111
buffers and inverters | 9 | 19 | 0.03028
DFF | 34 | 34 | 0.5000
AOI/OAI and AO/OA | 23 | 23 | 0.07606
-- cell usage after synthesis --
master	instances	area [um2]
inv_1	3	11.26
nor2b_1	2	12.51
buf_2	1	5.000
a21oi_1	3	15.01
o21ba_2	1	10.01
or4_1	4	30.03
buf_4	5	37.54
nor4b_1	1	8.760
nand2b_1	7	43.79
o21bai_1	1	7.510
xor2_1	12	105.1
ha_1	1	12.51
a21o_1	1	7.510
xnor2_1	11	96.34
or2_0	1	6.260
nor4b_4	1	23.77
nor2_1	22	82.58
dfrtp_1	4	100.1
or3_1	3	18.77
nand2_1	5	18.77
a211o_1	1	8.760
or2_2	2	12.51
nor4_4	1	21.27
o21ai_1	1	5.000
dfstp_2	30	788.3
nand4_1	5	31.28
nor4_1	5	31.28
nand3_1	5	25.02
conb_1	1	3.750
or4_4	1	11.26
nand4_4	1	21.27
o21bai_2	1	11.26
nor3_1	8	40.04
mux2_2	3	33.78
or3b_2	1	8.760
o21ai_0	14	70.07
-- stage by stage --
step           setup WS [ps]  utilization
4_1_cts                 5431       0.2224
6_report                5451       0.2224
3_5_place_dp            5748       0.2125
3_3_place_gp            5757       0.2125
5_1_grt                 5369       0.2224
2_1_floorplan           6213            -
-- power by group --
part / total (mW) / leakage, nW / internal (mW) / switching, mW
sequential: 0.186 / 0.364 / 0.177 / 0.00989
combinational: 0.0427 / 0.251 / 0.0161 / 0.0266
clock: 0.120 / 0.0482 / 0.0645 / 0.0557
-- registers in the layout (all words and copies together) (netlist names), named ones only --
signal,flops
cnt1.data_o,29
state,2
No activity file was given, so power comes from the tool's default toggle rates.
