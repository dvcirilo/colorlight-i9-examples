[/design/flow/run.sh]
#!/bin/bash
# OpenROAD 26Q1-2900-gdf79404cd8, Yosys 0.63+post, stock flow scripts
make -C /OpenROAD-flow-scripts/flow DESIGN_CONFIG=/design/flow/config.mk WORK_HOME=/design/flow/orfs finish
[/design/flow/config.mk]
export PLATFORM = sky130hd
export DESIGN_NAME = vending_machine
export DESIGN_NICKNAME = vending_machine
export VERILOG_FILES = /design/flow/design.v
export SDC_FILE = /design/flow/constraint.sdc
export NUM_CORES = 4
export LEC_CHECK = 1
export CORE_UTILIZATION = 40
[/design/flow/constraint.sdc]
current_design vending_machine

set clk_period 3.3
set clk_io_pct 0.2

create_clock -name clk0 -period $clk_period [get_ports {clk_i}]

set non_clock_inputs [all_inputs -no_clocks]
set_input_delay [expr $clk_period * $clk_io_pct] -clock clk0 $non_clock_inputs
set_output_delay [expr $clk_period * $clk_io_pct] -clock clk0 [all_outputs]
[/design/flow/design.v]
module clk_div #(
    parameter int CLK_FREQ = 25_000_000,
    parameter int OUT_FREQ = 1000
) (
    input logic clk_i, rst_ni,
    output logic clk_o
);
    localparam MAX_COUNT = (CLK_FREQ/OUT_FREQ)/2;
    localparam WIDTH = $clog2(MAX_COUNT);
    logic [WIDTH-1:0] count_reg;
    always_ff @(posedge clk_i, negedge rst_ni)
        if (!rst_ni) begin
            clk_o <= 0;
            count_reg <= '0;
        end else begin
            count_reg <= count_reg + 1'b1;
            if (count_reg == MAX_COUNT-1) begin
                clk_o <= ~clk_o;
                count_reg <= '0;
            end
        end
endmodule
module adder (
    input  logic [7:0] a_i, b_i,
    output logic [7:0] sum_o
);
    assign sum_o = a_i + b_i;
endmodule
module comparator (
    input logic [7:0] a_i, b_i,
    output logic lt_o
);
    assign lt_o = (a_i < b_i);
endmodule
module datapath (
    input  logic [7:0] s, a,
    input  logic tot_ld, tot_clr, clk_i,
    output logic tot_lt_s
);
    logic [7:0] data, sum_out;
    comparator comp (
        .a_i    (data    ),
        .b_i    (s       ),
        .lt_o   (tot_lt_s)
    );
    adder add_1 (
        .a_i    (data    ),
        .b_i    (a       ),
        .sum_o  (sum_out )
    );
    register tot (
        .clk_i  (clk_i   ),
        .clr_i  (tot_clr ),
        .ld_i   (tot_ld  ),
        .data_i (sum_out ),
        .data_o (data    )
    );
endmodule
module debouncer #(
    parameter int CLK_FREQ = 25_000_000,
    parameter int DEBOUNCE_MS = 10
) (
    input logic clk_i, rst_ni, button_i,
    output logic signal_o
);
    localparam DELAY_CYCLES = (CLK_FREQ*DEBOUNCE_MS)/1000;
    localparam WIDTH = $clog2(DELAY_CYCLES);
    logic [WIDTH-1:0] delay_reg;
    logic button_state;
    always_ff @(posedge clk_i) begin
        if (!rst_ni) begin
            delay_reg <= '1 - DELAY_CYCLES;
            signal_o <= '0;
            button_state <= button_i;
        end else begin
            if (button_i != button_state) begin
                delay_reg <= '1 - DELAY_CYCLES;
                button_state <= button_i;
            end else
                delay_reg <= delay_reg + 1;
            if (delay_reg == '1)
                signal_o <= button_state;
        end
    end
endmodule
module edge_detector (
    input logic clk_i, sig_i,
    output logic sig_o
);
    logic sig_reg;
    always_ff @(posedge clk_i)
        sig_reg <= sig_i;
    assign sig_o = sig_i & ~sig_reg;
endmodule
module fsm (
    input  logic clk_i,
    input  logic rst_ni,
    input  logic c,
    input  logic tot_lt_s,
    output logic tot_ld,
    output logic tot_clr,
    output logic d
);
    typedef enum logic [1:0] {
        INIT,
        WAIT,
        ADD,
        DISP
    } state_t;
    state_t state, next_state;
    always_ff @(posedge clk_i, negedge rst_ni)
        if (!rst_ni) state <= INIT;
        else state <= next_state;
    always_comb begin
        next_state = state;
        case (state)
            INIT:
                next_state = WAIT;
            WAIT:
                if (c)
                    next_state = ADD;
                else if (!tot_lt_s)
                    next_state = DISP;
            ADD:
                next_state = WAIT;
            DISP:
                next_state = INIT;
            default:
                next_state = INIT;
        endcase
    end
    assign tot_ld = (state == ADD);
    assign tot_clr = (state == INIT);
    assign d = (state == DISP);
endmodule
module register (
    input  logic       clk_i, clr_i, ld_i,
    input  logic [7:0] data_i,
    output logic [7:0] data_o
);
    logic [7:0] data;
    always_ff @(posedge clk_i)
        if (clr_i)
            data <= '0;
        else if (ld_i)
            data <= data_i;
    assign data_o = data;
endmodule
module vending_machine (
    input  logic clk_i, rst_ni, c,
    input  logic [7:0] a, 
    output logic d, clk_o, pulse_o
);
    localparam CLK_FREQ = 25_000_000;    
    localparam FSM_CLK = 10;    
    logic tot_ld, tot_clr, tot_lt_s, clk, db_c, pulse_c;
    clk_div #(
        .CLK_FREQ(CLK_FREQ),
        .OUT_FREQ(FSM_CLK)
    ) clkdiv (
        .clk_i    (clk_i   ),
        .rst_ni   (rst_ni  ),
        .clk_o    (clk     )
    );
    debouncer #(
        .CLK_FREQ(FSM_CLK),
        .DEBOUNCE_MS(1)
    ) db0 (
        .clk_i    (clk     ),
        .rst_ni   (rst_ni  ),
        .button_i (~c      ),  
        .signal_o (db_c    )
    );
    edge_detector ed0 (
        .clk_i    (clk     ),
        .sig_i    (db_c    ),
        .sig_o    (pulse_c )
    );
    datapath dp (
        .s        (8'd200  ),
        .a        (~a      ),  
        .tot_ld   (tot_ld  ),
        .tot_clr  (tot_clr ),
        .clk_i    (clk     ),
        .tot_lt_s (tot_lt_s)
    );
    fsm fsm0 (
        .clk_i    (clk     ),
        .rst_ni   (rst_ni  ),
        .c        (pulse_c ),
        .tot_lt_s (tot_lt_s),
        .tot_ld   (tot_ld  ),
        .tot_clr  (tot_clr ),
        .d        (d       )
    );
    assign clk_o = clk;
    assign pulse_o = pulse_c;
endmodule
==> ci_impl_report.md <==
## Implementation flow summary

| Metric | Value |
|---|---|
| RSZ-0062 raised after global routing | `false` |
| Post-DP HPWL | `about 2300 microns` |
| Critical path endpoint category | `output port` |
| CTS tree | `done` |
| Inst Count DP | `255` |
| Post-route setup slack | `roughly 1.1 ns` |
| Distinct lib cells used | `approximately 44` |
| Initial antenna violation count | `0` |
| XOR/XNOR Fraction of Synth Area | `10.7%` |
| Iter 0 DRT Violations | `73` |
| Critical-path cell list | `clkdlybuf4s50_1` |
| Commonest Layout Cell | `dfrtp_1` |
| Area growth from synthesis to layout | `11.7%` |
| Outcome | `completed` |
| Clk Latency, worst-skew pair | `0.25 ns` |
| # rows | `25` |
| CTS Root Cell | `clkbuf_8` |
| Max Fclk | `459 MHz` |
| Fraction of layout cells with a size suffix above 1 | `6.37%` |
| Final worst-path cycle share | `66.0%` |
| Syn_area_per_cell | `10.2 sq um` |
| Number of unconstrained endpoints | `20` |
| H-tree depth | `1` |
| Max reg flops | `21` |
| GPL Wtd Cong | `0.797` |
| DRC | `0` |
| Post-synthesis simple-gate area fraction | `~22%` |
| Die height | `slightly above 70 microns` |
| Final hold vios | `0` |
| Post-CTS Setup Repair Bufs | `0` |
| Setup TNS Final | `0 ns` |
| R2r startpoint | `clkdiv.count_reg[0]$_DFF_PN0_` |
| Total CTS buffers | `3` |
| Ant. Diodes | `0` |
| Worst path required time | `2.64 ns` |
| Post-layout minimum cycle time | `2.18 ns` |
| Mux area share | `4.18%` |
| Async set-or-reset flop fraction in the synthesized netlist | `66.7%` |
| CTS resizes | `0` |
| Reg clk slew, reported paths | `0.07 ns` |
| Setup violations, final | `0` |
| WP buf/inv | `1` |
| WL/cell | `11.6 microns` |
| HP Start | `clkdiv.count_reg[0]$_DFF_PN0_` |
| Number of enable flip-flop cells | `1` |
| Drt total wl | `3000 microns` |
| Non-filler instance count after layout | `258` |
| Pre-CTS setup slack | `1.37 ns` |
| Area after DPL | `between 2000 and 2500 sq um` |
| GRT Total Usage | `13.3%` |
| Cts hold-fix bufs | `0` |
| Core area | `4690 sq um` |
| Clk_skew | `between 0.001 and 0.0015 ns` |
| Die area | `5150 sq um` |
| Vias in the first global route | `1122` |
| Largest net degree at the start of global routing | `30` |
| Vias per inst | `4.86` |
| Top Ports | `14` |
| Critical Path AT | `~1.5 ns` |
| Yosys reg bits | `39` |
| Filler cell count | `~440` |
| Max-cap violations | `0` |
| Post-Synthesis Cell Area | `about 1900 sq um` |
| Global-route wire length before repair | `5400 microns` |
| Setup Crit Path Kind | `reg2out` |
| Yosys warning total | `5` |
| Post-synth seq share | `47.4%` |
| CTS Buffer Depth | `2` |
| Hold Path End | `clkdiv.count_reg[0]$_DFF_PN0_` |
| Port Buf Inserts | `13` |
| Log Warnings | `25` |
| Max Slew Vio Count | `0` |
| Max IR drop VDD | `~130 uV` |
| AND-OR/OR-AND Cells, Area Fraction | `5.27%` |
| Slew Limit Headroom | `62.9%` |
| Global route overflow | `0` |
| Fin area | `2170 sq um` |
| Via Count | `1254` |
| # Cells Yosys | `approximately 190` |
| Reg2reg end | `clkdiv.count_reg[17]$_DFF_PN0_` |
| Detailed Routing Iterations Pass 1 | `16` |
| Crit path launch type | `flop` |
| Reg2reg path depth | `6` |
| Max FO, Critical Path | `19` |
| Family with the most delay on the worst path | `flip-flops` |
| Dominant logic cell types in the final layout | `dfrtp_1, nor2_1, nand2_1` |
| Synthesized instance count | `190` |
| Leak Pwr | `0.991 nW` |
| Adder Share, Synth | `under 10%` |
| R2r setup slk | `around 1.4 ns` |
| Main synth FF type | `dfrtp_1` |
| Critical Path Max Stage Delay | `0.70 ns` |
| Yosys chip area | `just under 2000 sq um` |
| Register pins left without a clock | `17` |
| Floorplan core density | `41.5%` |
| Worst min path class | `reg2reg` |
| Power Density | `~220 nW/um^2` |
| Routed Antenna Nets | `0` |
| CP max-delay cell | `dfrtp_1` |
| Worst slew pin tran | `0.557 ns` |
| Hold Crit Depth | `1` |
| Top logic family | `simple AND/OR/NAND/NOR gates` |
| Die width | `71.8 microns` |
[stage by stage]
step	total power, mW	hold WS [ns]	utilization (%)
CTS	0.479	0.480	46.3
finish	0.468	0.475	46.3
floorplan	0.294	0.364	-
global placement	0.317	0.464	45.5
detailed placement	0.317	0.470	45.5
global route	0.497	0.500	46.3
[area by class of cell]
class | instances | area, sq um | share of cell area [%]
flip-flops and latches | 39 | 922 | 42.4
clock buffers | 3 | 41.3 | 1.90
inverters | 13 | 48.8 | 2.24
repair buffers | 14 | 138 | 6.33
well taps | 54 | 67.6 | 3.11
multi-input cells | 135 | 957 | 44.0
[Yosys cell counts, types with 2 or more instances]
library cell	number	area (sq um)
a31oi_1	2	12.5
nand2_1	16	60.1
xnor2_1	9	78.8
and4_1	3	26.3
and2_1	3	18.8
nor2_1	21	78.8
ha_1	9	113
nor3_1	3	15.0
nand4_1	4	25.0
a21o_1	2	15.0
xor2_1	13	114
dfxtp_1	12	240
a21oi_1	5	25.0
nand3_1	6	30.0
o21ai_0	2	10.0
inv_1	13	48.8
nand2b_1	5	31.3
nor2b_1	4	25.0
nor4b_1	2	17.5
mux2i_1	7	70.1
nor3b_1	2	15.0
dfrtp_1	25	626
[report_power, final]
group          leakage (nW)  switching [mW]  internal, mW
clock                0.0216          0.0765        0.0812
sequential            0.458               0         0.270
combinational         0.512          0.0198        0.0208
[worst max path at each step]
| stage | endpoint | slack, ns | cells past startpoint | startpoint |
|---|---|---|---|---|
| CTS | clk_o | 1.08 | 1 | clkdiv.clk_o$_DFFE_PN0N_ |
| global route | clk_o | 1.01 | 1 | clkdiv.clk_o$_DFFE_PN0N_ |
| finish | clk_o | 1.12 | 1 | clkdiv.clk_o$_DFFE_PN0N_ |
[cells by family (layout without fill, tap and decap cells)]
kind of cell,Yosys count,after routing
flops,39,39
compound gates,16,16
fa+ha+maj,10,10
mux,8,8
simple gates,78,78
buf+inv,16,30
xor+xnor,23,23
[routing by layer]
layer	vias up	track usage, %	wire length [microns]
met5	-	0	0
met4	0	0.654	0
met3	0	1.71	50
met2	13	17.7	1240
met1	566	24.8	1710
li1	675	-	-
Power and IR drop assume default switching activity.
