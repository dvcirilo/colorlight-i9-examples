===== flow/design.v =====
module fibonacci (
    input  logic        clk_i,
    input  logic        rst_ni,
    input  logic        start_i,
    input  logic [31:0] n_i,
    output logic [31:0] result_o,
    output logic        busy_o
);
    logic [31:0] counter, counter_next;
    logic [31:0] a, a_next;
    logic [31:0] result_next;
    typedef enum logic {
        IDLE,
        CALC
    } state_t;
    state_t state, next_state;
    always_ff @(posedge clk_i or negedge rst_ni) begin
        if (!rst_ni) begin
            state     <= IDLE;
            counter   <= 32'd0;
            a         <= 32'd0;
            result_o  <= 32'd0;
        end else begin
            state     <= next_state;
            counter   <= counter_next;
            a         <= a_next;
            result_o  <= result_next;
        end
    end
    always_comb begin
        next_state   = state;
        counter_next = counter;
        a_next       = a;
        result_next  = result_o;
        case (state)
            IDLE: begin
                if (start_i) begin
                    counter_next = 32'd2;
                    a_next       = 32'd0;
                    result_next  = 32'd1;
                    next_state   = CALC;
                    if (n_i < 32'd2) begin
                        result_next = n_i;
                    end
                end
            end
            CALC: begin
                result_next  = a + result_o;
                a_next       = result_o;
                counter_next = counter + 1;
                if (counter >= n_i) begin
                    next_state = IDLE;
                end
            end
            default: begin
                next_state = IDLE;
            end
        endcase
    end
    assign busy_o = (state == CALC);
endmodule

===== flow/run.sh =====
#!/bin/bash
# OpenROAD 26Q1-2900-gdf79404cd8, Yosys 0.63+post, stock flow scripts
make -C /OpenROAD-flow-scripts/flow DESIGN_CONFIG=/design/flow/config.mk WORK_HOME=/design/flow/orfs finish

===== flow/config.mk =====
export PLATFORM = sky130hd
export DESIGN_NAME = fibonacci
export DESIGN_NICKNAME = fibonacci
export VERILOG_FILES = /design/flow/design.v
export SDC_FILE = /design/flow/constraint.sdc
export NUM_CORES = 4
export LEC_CHECK = 1
export CORE_UTILIZATION = 30

===== flow/constraint.sdc =====
current_design fibonacci

set clk_period 9.0
set clk_io_pct 0.2

create_clock -name clk0 -period $clk_period [get_ports {clk_i}]

set non_clock_inputs [all_inputs -no_clocks]
set_input_delay [expr $clk_period * $clk_io_pct] -clock clk0 $non_clock_inputs
set_output_delay [expr $clk_period * $clk_io_pct] -clock clk0 [all_outputs]

==> reports/metrics.csv <==
stage,metric,value,unit
run_status,run_status,"complete, no violations",
clock_network,clockBufferDepth,2,
synthesis,yosys_warnings,1,
synthesis,yosys.cell_count.top_type,dfrtp_1,
cells_and_area,syn2layout_area_growth,18.43,%
hold_path,hold_class,flop to flop,
sta,setup_tns,0,ns
sta,finalSetupViolCount,0,
clock_network,cts_hold_buf,0,
synthesis,synth-async-reset-ratio,100.0,%
global_route,grt_first_pass_wirelength,26400,um
die,core_util_floorplan,30.74,%
run,tool_warnings,25,
clock_network,cts_tree,yes,
cells_and_area,stdcell_count,1042,
critical_path,cp-startpoint,n_i[9],
critical_path,crit_arrival,4.09,ns
detailed_routing,vias,5400,
die,die_h,149.0,um
critical_path,path_max_fanout,2,
run,cap_violations,0,
sta,maxSlewHeadroom,50.65,%
detailed_routing,wl_per_cell,15.16,um
synthesis,synth_cells,712,
critical_path,critical_path_class,primary input to flop,
global_route,grt_usage,15.07,%
cells_and_area,seq_area,0.002429,mm^2
sta,hold-worst-slack,0.4944,ns
sta,timing.final.crit_share,42.71,%
synthesis,avgSynthCellArea,9.105,um^2
synthesis,synth_cell_types,62,
synthesis,netlist_area,0.006482,mm^2
synthesis,top_cells_by_area,"dfrtp_1, ha_1, a22o_1",
cells_and_area,drive_gt1_share,5.606,%
detailed_routing,avgViaCountPerCell,5.182,
clock_network,clk_latency,0.35,ns
global_route,grt_max_degree,60,
synthesis,edf_count,0,
clock_network,cts_buffers,9,
detailed_routing,drt_pass1_iterations,4,
cells_and_area,post-route-util,36.41,%
hold_path,hp-start,counter[31],
power_and_ir_drop,power.density,364.5,mW/mm^2
cells_and_area,nFillCells,2151,
placed_design,post-place-cells,1026,
placed_design,port_buffers,67,
synthesis,synth_top_area_share,37.44,%
die,rows,53,
detailed_routing,antenna-diode-count,0,
die,die-area,0.02220,mm^2
clock_network,post-cts-setup-buffers,0,
clock_network,clk_pin_slew,0.07,ns
sta,final.min_clock_period,3.844,ns
sta,grt_setup_unrepaired,false,
synthesis,flop_cell,dfrtp_1,
power_and_ir_drop,design_power_total,2.799,mW
die,core-area,0.02109,mm^2
cells_and_area,comb_area,0.003759,mm^2
die,ios,68,
critical_path,cp_data_required_time,9.24,ns
sta,worstMarginPinSlew,0.7385,ns
power_and_ir_drop,vdd_drop_max,0.1958,mV
synthesis,netlist_top_cells_count,"dfrtp_1, nand2_1, ha_1, inv_1, o21ai_0",
sta,timing.fmax,260.1,MHz
clock_network,clock_sinks,97,
synthesis,yosysCellCount,712,
detailed_routing,ant_nets,0,
clock_network,h-tree-depth,3,
critical_path,r2r_start,result_o[0],
synthesis,synth_flops,97,
power_and_ir_drop,leakagePower,3.460,nW
placed_design,dp_hpwl,11050,um
detailed_routing,drt-total-wl,15790,um
die,dieWidth,149.0,um
synthesis,top_area_cell,dfrtp_1,
global_route,grt_overflow,0,
synthesis,yosys_area,0.006482,mm^2
critical_path,start_kind,primary input,
placed_design,routabilityCongestion,0.8533,
detailed_routing,drt_iter0_drc,204,
global_route,antenna_found_initial,0,
sta,final-hold-violation-count,0,
global_route,grt_pass1_vias,5172,
clock_network,cts_root_buf,clkbuf_16,
detailed_routing,drc_errors,0,
clock_network,cts_resized,0,
sta,finalClockSkew,0.009091,ns
synthesis,ys_seq_share,37.44,%
sta,report.final.slew_viol_count,0,
critical_path,cp-end-kind,flop,
## layout by cell type, fill, tap and decap left out, drive strengths merged, types with 6 or more instances in the layout
master / count
dfrtp: 97
nand2: 79
clkdlybuf4s50: 66
ha: 64
o21ai: 45
inv: 44
a22o: 34
a21oi: 34
nand3: 33
nor2: 28
a21o: 22
nand4: 20
o22ai: 16
xor2: 14
xnor2: 13
and3: 12
o211ai: 11
nor4: 11
clkbuf: 10
nor2b: 9
a31oi: 9
mux2i: 8
and2: 7
buf: 7
o31ai: 6
nor3: 6
## cells by family after synthesis
logic type      synth area share, %
simple gates                  17.26
mux                           1.409
xor+xnor                      3.648
flops                         37.44
compound gates                22.89
buf+inv                       4.690
fa+ha+maj                     12.66
## stage by stage
step                setup slack [ns]  cell area (um^2)
finish                         5.156              7677
CTS                            5.124              7677
detailed placement             4.754              7406
global placement               4.754              7406
floorplan                      5.458              6482
global route                   4.984              7677
## worst max-delay path, stage by stage
cell and delay (ns):
clkdlybuf4s50_1 0.48, inv_1 0.05, ha_1 0.30, a21oi_1 0.16, nor2b_1 0.06, o21ai_0 0.14
a21oi_1 0.08, o31a_1 0.24, a2111oi_0 0.35, a211oi_1 0.13, o41ai_1 0.30
## worst paths after layout
| path | endpoint | cells past startpoint | slack (ns) |
|---|---|---|---|
| worst max register to register | result_o[30] | 10 | 6.00 |
| worst max-delay path | state | 11 | 5.16 |
| worst min-delay path | counter[31] | 1 | 0.49 |
| worst min register to register | counter[31] | 1 | 0.49 |
| max in group asynchronous | state | 2 | 6.78 |
| min in group asynchronous | result_o[17] | 1 | 1.35 |
## power by group
group | internal (mW) | total (mW) | leakage [nW] | switching (mW)
Clock | 0.188 | 0.363 | 0.129 | 0.175
Combinational | 0.809 | 1.66 | 2.11 | 0.851
Sequential | 0.621 | 0.776 | 1.22 | 0.155
## registers in the layout, summed over array words and instances (netlist names)
signal    cells
a            32
result_o     32
counter      32
state         1
## area by class of cell
| cell class | instances | area share [%] |
|---|---|---|
| Multi-Input combinational cell | 538 | 48.96 |
| Clock buffer | 10 | 2.982 |
| Timing Repair Buffer | 73 | 9.289 |
| Tap cell | 275 | 4.482 |
| Inverter | 43 | 2.102 |
| Sequential cell | 97 | 31.63 |
| Clock inverter | 6 | 0.5541 |
## per-layer routing
metal  global-route usage (%)  routed length (um)
met3                    2.559                 818
met1                    22.67                7637
met2                    24.21                7239
met4                   0.9184                  97
met5                        0                   0
Power is estimated from default activity; no workload was simulated.
